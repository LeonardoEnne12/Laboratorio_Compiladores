==> flow/design.v <==
module DivisaoCasas(NUM, C, D, U);
	input [9:0] NUM;
	output reg [3:0] C, D, U;
	integer i;
	always @(NUM) begin
		C = 4'b0000;
		D = 4'b0000;
		U = 4'b0000;
		for(i = 9; i >= 0; i = i - 1) begin
			if(C >= 5)
				C = C + 3;
			if(D >= 5)
				D = D + 3;
			if(U >= 5)
				U = U + 3;
			C = C << 1;
			C[0] = D[3];
			D = D << 1;
			D[0] = U[3];
			U = U << 1;
			U[0] = NUM[i];
		end
	end
endmodule
module Negativo(NUM,BIN,HEX);
	input [31:0] NUM;
	output reg [31:0] BIN;
	output reg [6:0] HEX;
	integer i;
	always@(*)begin
		BIN = NUM;
		if(BIN[31]==1)begin
			for(i=0;i<31;i=i+1)begin
				if(BIN[i]==1)
					BIN[i] = 0;
				else
					BIN[i] = 1;
			end
			BIN = BIN + 1;
			HEX = 7'b1111110;
		end
		else
			HEX = 7'b1111111;
	end
endmodule
module DecodBCD(NUM, HEX);
	input [3:0] NUM;
	output reg [6:0] HEX;
	always @(*) begin
		case(NUM)
			4'b0000:HEX = 7'b0000001;
			4'b0001:HEX = 7'b1001111;
			4'b0010:HEX = 7'b0010010;
			4'b0011:HEX = 7'b0000110;
			4'b0100:HEX = 7'b1001100;
			4'b0101:HEX = 7'b0100100;
			4'b0110:HEX = 7'b0100000;
			4'b0111:HEX = 7'b0001111;
			4'b1000:HEX = 7'b0000000;
			4'b1001:HEX = 7'b0000100;
			default:HEX = 7'b1111111;
		endcase
	end
endmodule
module SaidaDados(Dado, OutWrite, CLK, Reset, Display1, Display2, Display3, Display4, LEDs);
	input [31:0] Dado;
	wire [3:0] Centena, Dezena, Unidade;
	wire [6:0] HEXc, HEXd, HEXu, HEXn;
	wire [31:0] BIN;
	input OutWrite, CLK, Reset;
	output reg [6:0] Display1, Display2, Display3, Display4;
	output reg [10:0] LEDs;
	initial begin
		Display3 = 7'b1111111;
		Display2 = 7'b1111111;
		Display1 = 7'b1111111;
		Display4 = 7'b1111111;
	end
	Negativo Negativo(.NUM(Dado), .BIN(BIN), .HEX(HEXn));
	DivisaoCasas DivisaoCasas(.NUM(BIN[9:0]), .C(Centena), .D(Dezena), .U(Unidade));
	DecodBCD DecodBCD_Centena (.NUM(Centena), .HEX(HEXc));
	DecodBCD DecodBCD_Dezena (.NUM(Dezena), .HEX(HEXd));
	DecodBCD DecodBCD_Unidade (.NUM(Unidade), .HEX(HEXu));
	always @(negedge CLK) begin
		if (Reset == 1) begin
			Display3 = 7'b1111111;
			Display2 = 7'b1111111;
			Display1 = 7'b1111111;
			Display4 = 7'b1111111;
			LEDs = 0;
		end
		if (OutWrite == 1) begin
			Display3 = HEXc;
			Display2 = HEXd;
			Display1 = HEXu;
			Display4 = HEXn;
			LEDs = Dado;
		end
	end
endmodule
==> flow/run.sh <==
#!/bin/bash
# OpenROAD 26Q1-2900-gdf79404cd8, Yosys 0.63+post, stock flow scripts
make -C /OpenROAD-flow-scripts/flow DESIGN_CONFIG=/design/flow/config.mk WORK_HOME=/design/flow/orfs finish
==> flow/config.mk <==
export PLATFORM = sky130hd
export DESIGN_NAME = SaidaDados
export DESIGN_NICKNAME = SaidaDados
export VERILOG_FILES = /design/flow/design.v
export SDC_FILE = /design/flow/constraint.sdc
export NUM_CORES = 4
export LEC_CHECK = 1
export CORE_UTILIZATION = 40
==> flow/constraint.sdc <==
current_design SaidaDados

set clk_period 15.5
set clk_io_pct 0.2

create_clock -name clk0 -period $clk_period [get_ports {CLK}]

set non_clock_inputs [all_inputs -no_clocks]
set_input_delay [expr $clk_period * $clk_io_pct] -clock clk0 $non_clock_inputs
set_output_delay [expr $clk_period * $clk_io_pct] -clock clk0 [all_outputs]
==> reports/qor.yml <==
grt_max_degree: 34
antenna_left: 0
placedCellCount: 787
avgViaCountPerCell: 5.18
portBuffers: 47
final_cells: 870
max_cap_viol_count: 0
routedWlPerCell_um: 13.3
crit_fanout: 4
placed_area_sq_um: 6130
fp_util: 0.420
critPathLaunchType: "primary input"
fillCellCount: 584
warning_count: 97
clkSinkCount: 33
cp_top_family: "simple AND/OR/NAND/NOR gates"
first_iter_violations: 172
cp_slowest_cell: "or4b_4"
synthCells: 458
drc_errors: 0
drv_slew: 0
fp.dieArea_sq_um: 10300
rsz0062_at_grt: "yes"
ys.flop_type: "edfxtp_1"
syn_area_sq_um: 3960
violations: "setup timing"
synthArstFlopShare: 0
hpwl_um: 8090
dp_slack_ns: -3.52
routabilityCongestion: 0.878
cpPeakStageDelay_ns: 0.47
root_buffer: "clkbuf_8"
core_area_sq_um: 9420
design_area_sq_um: 7210
cts_max_level: 2
synth_stat.cells: 458
n_antenna_cell: 0
grt_first_pass_wirelength_um: 19100
slew_headroom: 0.426
edf_count: 33
utilization: 0.766
ys.flops: 33
crit_buf_inv: 9
path_common_cell: "ha_4"
hold_violations: 0
ys_chip_area_sq_um: 3960
hold_class: "in2reg"
io_pins: 74
globalRouteTotalUtil: 0.230
drt_first_pass_iters: 4
row_count: 35
clk_path_buf_depth: 2
outcome: "finished with violations"
final_cell_mix: "190 x buf_4, 57 x inv_1, 38 x clkdlybuf4s50_1"
cts_tree: "built"
syn_to_final_growth_pct: 82.3
finalSetupViolCount: 21
end_kind: "register"
grt_overflow: 0
cp_data_required_time_ns: 7.80
layout_top_cell: "buf_4"
cts_buffers: 5
clkTransAtPathRegs_ns: 0.04
drive_above_1_share: 0.511
avgSynthCellArea_sq_um: 8.64
cp.arrival_ns: 10.54
worst_slack_ns: -2.74
synthDistinctLibCells: 83
tightest_slew_ns: 0.858
yosysWarnings: 4
grt_pass1_vias: 4353
die_x_um: 101
routed_wl_um: 11600
antenna_found_initial: 0
ys_seq_share: 0.250
die_h_um: 101
criticalPathCategory: "in2reg"
routed-via-count: 4504
[final cells by class]
| cell class | count | area [sq um] | share of cell area |
|---|---|---|---|
| flip-flops and latches | 33 | 991 | 0.137 |
| well taps | 129 | 161 | 0.0224 |
| clock buffers | 5 | 68.8 | 0.00954 |
| repair buffers | 254 | 2090 | 0.290 |
| clock inverters | 36 | 139 | 0.0193 |
| multi-input cells | 374 | 3590 | 0.499 |
| inverters | 39 | 164 | 0.0227 |
[synth_stat cells, types with 10 or more instances]
| cell | number | area share |
|---|---|---|
| a21oi_1 | 31 | 0.039 |
| edfxtp_1 | 33 | 0.25 |
| nand3_1 | 10 | 0.013 |
| nor3_1 | 14 | 0.018 |
| and2_1 | 13 | 0.021 |
| mux2i_1 | 11 | 0.028 |
| nand2_1 | 24 | 0.023 |
| inv_1 | 39 | 0.037 |
| nor2_1 | 30 | 0.028 |
| o21ai_0 | 26 | 0.033 |
| o21ai_1 | 10 | 0.013 |
| xnor2_1 | 11 | 0.024 |
| ha_1 | 34 | 0.11 |
[state kept, by name, indices dropped and copies added, names as in the netlist]
register and cells:
Display3 7, Display4 1, Display2 7, LEDs 11, Display1 7
[tightest hold or removal path, cell delays in order]
cell and delay (ns):
buf_8 0.08, clkinvlp_4 0.09, buf_4 0.17, nor2_1 0.08
[through the flow]
step           setup TNS, ns  hold WS, ns
3_3_place_gp          -65.62        11.53
5_1_grt               -56.24        11.05
2_1_floorplan         -52.28        11.05
6_report              -50.43        11.04
3_5_place_dp          -66.81        11.52
4_1_cts               -52.20        11.03
[final timing paths]
path / from / endpoint / slack [ns] / depth (start not counted)
hold / removal: Dado[0] / LEDs[0] / 11.04 / 4
setup / recovery: Dado[1] / Display3[3] / -2.74 / 46
[logic make-up after synthesis]
kind of cell	synth area share
AOI/OAI and AO/OA	0.261
xor gates and xnor gates	0.0386
adders and majority gates	0.108
buffers and inverters	0.0633
DFF	0.250
muxes	0.0724
other	0.000948
and+or+nand+nor	0.206
[metal layers]
metal / global-route usage / vias up / routed length, um / part of all wire
met5: 0 / - / 0 / 0
met2: 0.376 / 75 / 5260 / 0.45
met3: 0.0364 / 7 / 422 / 0.036
met4: 0.0312 / 0 / 60 / 0.0052
met1: 0.337 / 2136 / 5850 / 0.50
li1: - / 2286 / - / -
[repair_timing]
action	CTS	global route
endpoints found under the setup margin	21	21
hold buffers	0	0
gates resized	100	40
pin swaps	46	22
setup buffers	33	11
gates cloned	1	0
