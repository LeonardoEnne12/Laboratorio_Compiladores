File: run.sh
#!/bin/bash
# OpenROAD 26Q1-2900-gdf79404cd8, Yosys 0.63+post, stock flow scripts
make -C /OpenROAD-flow-scripts/flow DESIGN_CONFIG=/design/flow/config.mk WORK_HOME=/design/flow/orfs finish
File: config.mk
export PLATFORM = sky130hd
export DESIGN_NAME = DivFreq
export DESIGN_NICKNAME = DivFreq
export VERILOG_FILES = /design/flow/design.v
export SDC_FILE = /design/flow/constraint.sdc
export NUM_CORES = 4
export LEC_CHECK = 1
export CORE_AREA = 10 10 97 97
export DIE_AREA = 0 0 107 107
File: constraint.sdc
current_design DivFreq

set clk_period 2.9
set clk_io_pct 0.2

create_clock -name clk0 -period $clk_period [get_ports {clk}]

set non_clock_inputs [all_inputs -no_clocks]
set_input_delay [expr $clk_period * $clk_io_pct] -clock clk0 $non_clock_inputs
set_output_delay [expr $clk_period * $clk_io_pct] -clock clk0 [all_outputs]
File: design.v
module DivFreq(clk,OUT);
input clk;
output reg OUT;
reg[19:0] CONT;
always @(posedge clk)
if(CONT == 19'd100000000)  
	begin
		CONT<= 19'd0;
		OUT<= 1;
	end
else 
begin
		CONT<= CONT + 1;
		OUT<= 0;
	end
endmodule
==> out/metrics.csv <==
metric,value,unit
Synth Warn #,2,
Total Power,0.475,mW
critical path depth,5,
crit path cell chain,"ha_1, nand3_1, or4_1, or3_1, o21ai_0",
Yosys Instances,95,
Mapped Area,885,sq um
Vias per Instance,3.17,
max_slew headroom,0.593,
Yosys cell types,21,
Yosys Chip Area,885,sq um
most frequent cells in the layout,"21 x dfxtp_1, 15 x nor2_1, 10 x xnor2_1",
setup_tns,0,ns
Flop pwr share,0.606,
Psw,0.0918,mW
mean post-synth cell area,9.31,sq um
Pleak,0.352,nW
CTS Root Cell,clkbuf_8,
Pre-Repair DR Iteration Count,4,
FF-to-FF path depth,5,
DRC,0,
die height,107,um
TritonCTS clock tree,built,
met2 Use GR,0.0399,
Worst-path clk slew,0.08,ns
internal cell power,0.384,mW
hold buffers post-CTS,0,
die area,11400,sq um
highest cell delay on the worst timing path,0.58,ns
Worst EP required,3.09,ns
#FFs+latches synth,21,
CP top delay family,simple AND/OR/NAND/NOR gates,
routability cong.,0.807,
core area,7290,sq um
combinational group share of total power,0,
global-route met3 utilization,0.0121,
grt ovf,0,
Max-area cell share,0.475,
first-pass GRT wire length,2640,um
type of the worst setup path,flop to flop,
Max-cap violations,0,
fraction of layout cells with a size suffix above 1,0.0505,
Area Overhead vs Synth,19.5,%
CTS resizes,0,
FMAX,0.554,GHz
Peak VDD IR,0.000142,V
PD cells,450,nW/um^2
vias in the first global route,590,
number of CTS-inserted buffers,3,
I/O pins,2,
Post-DP HPWL,1070,um
"Setup Fix Bufs, Post-CTS",0,
ANT cells,0,
Crit Path Max Fanout,6,
std cell rows,31,
Starting Density,0.121,
Sink Count,21,
Worst Skew,0.00460,ns
Crit path arrival time,1.99,ns
initial antenna violation count,0,
Syn Inst Count,95,
Port Buffers,1,
crit path time final,1.80,ns
crit share post-route,0.622,
"Seq/Total Area, Yosys",0.475,
die width,107,um
H-tree levels,1,
Worst Hold Path Cells,1,
unrepaired setup endpoints after global routing,false,
Final Max Tran Viols,0,
Wirelength per Cell,7.59,um
"Slowest-stage cell, CP",or4_1,
Clock Power Share,0.394,
worst hold path class,flop to flop,
initial DRC count,28,
dominant logic cell type in the layout,dfxtp_1,
clk buf depth,2,
Vias,628,
worst path bufs/invs,0,
stage-log warning count,26,
met1 Usage GRT,0.0370,
Tot GR Track Use,0.0269,
Insertion Delay late pin,0.26,ns
Startpoint Class,flop,
Final setup viols,0,
Worst setup EP type,flop,
DRT Wirelength,1500,um
sw frac,0.193,
status,finished clean,
Synth area leader,dfxtp_1,
worst-margin pin slew,0.608,ns
global route hottest layer,met2,
"antenna viol nets, final",0,
Largest cells by area,"dfxtp_1 48%, xnor2_1 9.9%, nor2_1 6.4%, xor2_1 5.9%, nand3_1 4.0%",
Hold Fails Final Rpt,0,
largest net degree at the start of global routing,13,
[worst paths after layout]
path / from / end / slack [ns]
worst min-delay path: CONT[0]$_SDFF_PN0_ / CONT[0]$_SDFF_PN0_ / 0.48
worst max-delay path: CONT[0]$_SDFF_PN0_ / CONT[16]$_SDFF_PN0_ / 1.10
worst max register to register: CONT[0]$_SDFF_PN0_ / CONT[16]$_SDFF_PN0_ / 1.10
worst min register to register: CONT[0]$_SDFF_PN0_ / CONT[0]$_SDFF_PN0_ / 0.48
[power by group through the flow]
stage     sequential [mW]  clock [mW]  combinational, mW
5_1_grt             0.288       0.204        0.000000158
4_1_cts             0.288       0.193        0.000000158
6_report            0.288       0.187        0.000000158
[cell families after synthesis]
kind of cell | Yosys count | synth area share
DFF | 21 | 0.475
and+or+nand+nor | 47 | 0.287
buffers and inverters | 6 | 0.0297
adders and majority gates | 2 | 0.0283
AOI/OAI and AO/OA | 3 | 0.0212
xor gates and xnor gates | 16 | 0.158
[synthesized netlist by cell type]
| library cell | count |
|---|---|
| a21oi_1 | 1 |
| nand4_1 | 4 |
| xor2_1 | 6 |
| nor2b_1 | 2 |
| nand4_4 | 1 |
| a2111oi_0 | 1 |
| nor2_1 | 15 |
| or3_1 | 1 |
| nor3_1 | 4 |
| nand3_1 | 7 |
| and3_1 | 1 |
| o21ai_0 | 1 |
| dfxtp_1 | 21 |
| or4_1 | 1 |
| nor4b_1 | 3 |
| nor4_1 | 3 |
| ha_1 | 2 |
| inv_1 | 5 |
| xnor2_1 | 10 |
| buf_4 | 1 |
| nand2_1 | 5 |
[sequential cells by signal, indices dropped and copies added (netlist names)]
| signal | cells |
|---|---|
| OUT | 1 |
| CONT | 20 |
[per-layer routing]
layer,part of all wire,wire (um)
met1,0.52,778
met2,0.41,610
met3,0.071,106
met4,0.0053,8
met5,0,0
[area by class of cell]
cell class	count	area, sq um
clock buffer	3	41.3
clock inverter	1	5.00
fill	838	6230
inverter	5	18.8
multi-input combinational	68	438
sequential	21	420
tap	99	124
timing repair buffer	1	10.0
[stage by stage]
stage,hold slack [ns],utilization,cells,worst slack (ns),area [sq um]
floorplan,0.434,-,95,1.20,885
CTS,0.488,0.145,198,1.01,1060
finish,0.476,0.145,198,1.10,1060
global route,0.503,0.145,198,0.892,1060
global placement,0.457,0.139,194,1.13,1010
detailed placement,0.469,0.139,194,1.09,1010
Power is estimated from default activity; no workload was simulated.
